## ./config.mk

```make
export PLATFORM = sky130hd
export DESIGN_NAME = Controller
export DESIGN_NICKNAME = Controller
export VERILOG_FILES = /design/flow/design.v
export SDC_FILE = /design/flow/constraint.sdc
export NUM_CORES = 4
export LEC_CHECK = 1
export CORE_AREA = 10 10 93 93
export DIE_AREA = 0 0 103 103
```

## ./constraint.sdc

```tcl
current_design Controller

set clk_period 3.9
set clk_io_pct 0.2

create_clock -name clk0 -period $clk_period

set non_clock_inputs [all_inputs -no_clocks]
set_input_delay [expr $clk_period * $clk_io_pct] -clock clk0 $non_clock_inputs
set_output_delay [expr $clk_period * $clk_io_pct] -clock clk0 [all_outputs]
```

## ./design.v

```verilog
module AluCnt(ex, alu_op);
    parameter ADD = 3'd0;
    parameter SUB = 3'd1;
    parameter AND = 3'd2;
    parameter OR = 3'd3;
    parameter ADD_I = 3'd4;
    parameter SLT_I = 3'd5;
    parameter OR_I = 3'd6;
    parameter XOR_I = 3'd7;
    input [2:0] ex;
    output reg [2:0] alu_op;
    always@(ex)begin
        alu_op = 3'b0;
        case(ex)
            ADD: alu_op = 3'b000;
            SUB: alu_op = 3'b001;
            AND: alu_op = 3'b010;
            OR: alu_op = 3'b011;
            ADD_I: alu_op = 3'b000;
            SLT_I: alu_op = 3'b001;
            OR_I: alu_op = 3'b011;
            XOR_I: alu_op = 3'b100;
        endcase
    end
endmodule
module Controller(id_mem_we, rs1, rs2, ex_reg_rd, mem_rd, ex_reg_we, mem_reg_we, 
                  ex_jump_t,mem_jump_t, m8_1_cnt, m8_2_cnt,
                  op, f7, f3, 
                  memory_we, reg_we, memory_read, slt_out, lui_out,
                  ex_out, imm_op, jump_t_out, branch_t_out,
                  id_ex, slt, sign_bit, id_lui, id_jump_t, m2_1_cnt, 
                  m2_2_cnt, m2_3_cnt, m2_4_cnt, m4_2_cnt, alu_cnt,
                  if_rs1, if_rs2, id_rd, mem_read, if_we, 
                  branch_t, zero, flush, m4_1_cnt, 
                  mem_j_type, mem_memory_read, m4_3_cnt, 
                  );
    input [2:0] id_ex;
    input [4:0] rs1, rs2, ex_reg_rd, mem_rd;
    input [1:0] ex_jump_t, mem_jump_t;
    input ex_reg_we, mem_reg_we;
    output [2:0] m8_1_cnt, m8_2_cnt;
    input [6:0] op, f7;
    input [2:0] f3;
    output memory_we, reg_we, memory_read, slt_out, lui_out;
    output [2:0] ex_out, imm_op;
    output [1:0] jump_t_out, branch_t_out;
    input slt, sign_bit, id_lui;
    output m2_3_cnt, m2_4_cnt, m2_1_cnt, m2_2_cnt;
    output [1:0] m4_2_cnt;
    output [2:0] alu_cnt;
    input [4:0] if_rs1, if_rs2, id_rd;
    input mem_read;
    output if_we;
    input [1:0] id_jump_t, branch_t;
    input zero;
    output flush;
    output [1:0] m4_1_cnt;
    input [1:0] mem_j_type;
    input mem_memory_read;
    output [1:0] m4_3_cnt;
    input id_mem_we;
    DataForwarding df(id_jump_t, id_mem_we, id_ex, id_lui, rs1, rs2, ex_reg_rd, mem_rd, ex_reg_we, mem_reg_we, mem_memory_read, 
                  ex_jump_t,mem_jump_t, m8_1_cnt, m8_2_cnt);
    DecodeCnt dec(op, f7, f3,
                  memory_we, reg_we, memory_read, slt_out, lui_out,
                  ex_out, imm_op, jump_t_out, branch_t_out);
    ExCnt exc(id_ex, slt, sign_bit, id_lui, id_jump_t, m2_1_cnt,
                  m2_2_cnt, m2_3_cnt, m2_4_cnt, m4_2_cnt, alu_cnt);
    HazardDetectorCnt hzdc(jump_t_out, ex_out, lui_out, memory_we, if_rs1, if_rs2, id_rd, mem_read, if_we);
    JumpCnt jcnt(id_jump_t, branch_t, sign_bit, zero, flush, m4_1_cnt);
    WBCnt wbc(mem_j_type, mem_memory_read, m4_3_cnt);
endmodule
module DataForwarding(id_jump_t, id_mem_we_out, id_ex_out, id_lui_out, rs1, rs2, reg_rd, mem_rd, reg_reg_we, mem_reg_we, mem_mem_read, reg_jump_t, mem_jump_t, m8_1_cnt, m8_2_cnt);
    parameter NO_JUMP = 2'b00;
    parameter JAL = 2'b01;
    parameter JAL_R = 2'b10;
    input [4:0] rs1, rs2, reg_rd, mem_rd;
    input [1:0] reg_jump_t, mem_jump_t, id_jump_t;
    input reg_reg_we, mem_reg_we, mem_mem_read, id_lui_out;
    input id_mem_we_out;
    input [2:0] id_ex_out;
    output reg [2:0] m8_1_cnt, m8_2_cnt;
    wire IS_RS2_VALID;
    assign IS_RS2_VALID = (id_ex_out<3'd4 & ~id_lui_out & id_jump_t != JAL) | id_mem_we_out;
    always@(rs1, rs2, reg_rd, mem_rd, reg_jump_t, mem_jump_t)begin
        {m8_1_cnt, m8_2_cnt} = 6'b0;
        if (rs1 == mem_rd)begin
            if (mem_reg_we == 1'b1)begin
                if (rs1 != 5'b0)begin
                    if (mem_jump_t == JAL | mem_jump_t == JAL_R)begin
                        m8_1_cnt = 3'b010;
                    end
                    else if (mem_mem_read == 1'b1)
                        m8_1_cnt = 3'b101;
                    else begin
                        m8_1_cnt = 3'b100;
                    end
                end
            end
        end
        if (rs1 == reg_rd)begin
            if (reg_reg_we == 1'b1)begin
                if (rs1 != 5'b0)begin
                    if (reg_jump_t == JAL | reg_jump_t == JAL_R)begin
                        m8_1_cnt = 3'b001;
                    end
                    else begin
                        m8_1_cnt = 3'b011;
                    end
                end
            end
        end
        if (IS_RS2_VALID)begin
            if (rs2 == mem_rd)begin
                if (mem_reg_we == 1'b1)begin
                    if (rs2 != 5'b0)begin
                        if (mem_jump_t == JAL | mem_jump_t == JAL_R)begin
                            m8_2_cnt = 3'b010;
                        end
                        else if (mem_mem_read == 1'b1)
                            m8_2_cnt = 3'b101;
                        else begin
                            m8_2_cnt = 3'b100;
                        end
                    end
                end
            end
        end
        if (IS_RS2_VALID)begin
            if (rs2 == reg_rd)begin
                if (reg_reg_we == 1'b1)begin
                    if (rs2 != 5'b0)begin
                        if (reg_jump_t == JAL | reg_jump_t == JAL_R)begin
                            m8_2_cnt = 3'b001;
                        end
                        else begin
                            m8_2_cnt = 3'b011;
                        end
                    end
                end
            end
        end
    end
endmodule
module DecodeCnt(op, f7, f3,
    memory_we, reg_we, memory_read, slt, lui,
    ex, imm_op,
    jump_t, branch_t);
    parameter LU_I_OP =7'b0110111;
    parameter B_TYPE_OP = 7'b1100011;
    parameter SW_OP =7'b0100011;
    parameter JALR_OP =7'b1100111;
    parameter R_TYPE_OP = 7'b0110011;
    parameter I_TYPE_ARITHMATIC_OP = 7'b0010011;
    parameter LW_OP = 7'b0000011;
    parameter JAL_OP =7'b1101111;
    parameter ADD_3 = 3'b000;
    parameter SUB_3 = 3'b000;
    parameter AND_3 = 3'b111;
    parameter OR_3 = 3'b110;
    parameter SLT_3 = 3'b010;
    parameter BEQ_3 = 3'b0;
    parameter BNE_3 = 3'b001;
    parameter BGE_3 = 3'b101;
    parameter BLT_3 = 3'b100;
    parameter ADD_I_3 = 3'b0;
    parameter XOR_I_3 = 3'b100;
    parameter OR_I_3 = 3'b110;
    parameter SLT_I_3 = 3'b010;
    parameter ADD_7 = 7'b0;
    parameter SUB_7 = 7'b0100000;
    parameter AND_7 = 7'b0;
    parameter OR_7 = 7'b0;
    parameter SLT_7 = 7'b0;
    parameter EX_ADD = 3'd0;
    parameter EX_SUB = 3'd1;
    parameter EX_AND = 3'd2;
    parameter EX_OR = 3'd3;
    parameter EX_ADD_I = 3'd4;
    parameter EX_SLT_I = 3'd5;
    parameter EX_OR_I = 3'd6;
    parameter EX_XOR_I = 3'd7;
    parameter JAL = 2'b01;
    parameter JAL_R = 2'b10;
    parameter BRANCH = 2'b11;
    parameter BEQ = 2'b00;
    parameter BNE = 2'b01;
    parameter BLT = 2'b10;
    parameter BGE = 2'b11;
    input [6:0] op, f7;
    input [2:0] f3;
    output memory_we, reg_we, memory_read, slt, lui;
    output [2:0] ex, imm_op;
    output [1:0] jump_t, branch_t;
    assign is_i_type = op == LW_OP | op == I_TYPE_ARITHMATIC_OP | op == JALR_OP;
    assign memory_we = op == SW_OP;
    assign reg_we = op == R_TYPE_OP | op == JAL_OP | is_i_type;
    assign memory_read = op == LW_OP;
    assign ex = op == R_TYPE_OP ? 
                f3 == ADD_3 & f7 == ADD_7 ? EX_ADD : 
                f3 == SUB_3 & f7 == SUB_7 ? EX_SUB :
                f3 == AND_3 & f7 == AND_7 ? EX_AND :
                f3 == OR_3 & f7 == OR_7 ? EX_OR :
                f3 == SLT_3 & f7 == SLT_7 ? EX_SUB :
                EX_SUB:  
                op == I_TYPE_ARITHMATIC_OP ?
                f3 == ADD_I_3 ? EX_ADD_I :
                f3 == XOR_I_3 ? EX_XOR_I :
                f3 == OR_I_3 ? EX_OR_I :
                f3 == SLT_I_3 ? EX_SLT_I :
                EX_SUB:  
                op == LW_OP ? EX_ADD_I :
                op == SW_OP ? EX_ADD_I :
                op == JAL_OP ? EX_ADD :
                op == B_TYPE_OP ? EX_SUB :
                op == LU_I_OP ? EX_ADD:
                EX_SUB;  
    assign imm_op = is_i_type ? 3'b000 :
                    op == SW_OP ? 3'b001 : 
                    op == B_TYPE_OP ? 3'b010 : 
                    op == JAL_OP ? 3'b011 : 
                    op == LU_I_OP ? 3'b100 : 3'b101;
    assign jump_t = op == JAL_OP ? JAL :
                    op == JALR_OP ? JAL_R :
                    op == B_TYPE_OP ? BRANCH :
                    2'b00;
    assign branch_t = op == B_TYPE_OP ?
                      f3 == BEQ_3 ? BEQ :
                      f3 == BNE_3 ? BNE :
                      f3 == BLT_3 ? BLT :
                      f3 == BGE_3 ? BGE :
                      BEQ : BEQ;  
    assign slt = op == R_TYPE_OP & f7 == SLT_7 & f3 == SLT_3 |
                 op == I_TYPE_ARITHMATIC_OP & f3 == SLT_I_3;
    assign lui = op == LU_I_OP;
endmodule
module ExCnt(ex, slt, sign_bit, lui, jump_t, m2_1_cnt, m2_2_cnt, m2_3_cnt, m2_4_cnt, m4_2_cnt, alu_cnt);
    parameter JAL = 2'b01;
    parameter JAL_R = 2'b10;
    parameter BRANCH = 2'b11;
    input [2:0] ex;
    input [1:0] jump_t;
    input slt, sign_bit, lui;
    output m2_3_cnt, m2_4_cnt, m2_1_cnt, m2_2_cnt;
    output [1:0] m4_2_cnt;
    output [2:0] alu_cnt;
    assign m2_4_cnt = sign_bit == 1'b1;
    assign m2_3_cnt = (ex<3'b100 & jump_t != JAL) ? 1'b0: 1'b1;
    assign m2_2_cnt = jump_t != JAL;
    assign m2_1_cnt = jump_t == BRANCH;
    assign m4_2_cnt = slt ? 2'b10 : lui ? 2'b01 : 2'b00;
    AluCnt alu_cnt_obj(ex, alu_cnt);
endmodule
module HazardDetectorCnt(jump_t, ex, lui, mem_we, id_rs1, id_rs2, ex_rd, mem_read, if_we);
    input [4:0] id_rs1, id_rs2, ex_rd;
    input mem_read, mem_we, lui;
    input [2:0] ex;
    input [1:0] jump_t;
    output reg if_we;
    always @(ex, lui, mem_we, id_rs1, id_rs2, ex_rd, mem_read)begin
        if_we = 1'b1;
        if (ex < 3'b100 & jump_t != 2'b01)begin
            if (~lui)begin
                if_we = mem_read & (id_rs1 == ex_rd | id_rs2 == ex_rd) ? 1'b0 : 1'b1;     
            end
        end
        else if (mem_we)
            if_we = mem_read & (id_rs1 == ex_rd | id_rs2 == ex_rd) ? 1'b0 : 1'b1;
        else 
            if_we = mem_read & (id_rs1 == ex_rd) ? 1'b0 : 1'b1;
    end
endmodule
module JumpCnt(j_type, branch_t, sign_bit, zero, flush, m4_1_cnt);
    parameter JAL = 2'b01;
    parameter JAL_R = 2'b10;
    parameter BRANCH = 2'b11;
    parameter BEQ = 2'b00;
    parameter BNE = 2'b01;
    parameter BLT = 2'b10;
    parameter BGE = 2'b11;
    input [1:0] j_type, branch_t;
    input sign_bit, zero;
    output reg flush;
    output reg [1:0] m4_1_cnt;
    always @(j_type, branch_t, sign_bit, zero) begin
        {flush, m4_1_cnt} = 0;
        if (j_type == JAL | j_type == JAL_R)begin
            flush = 1'b1;
            m4_1_cnt = 2'b10;
        end
        if (j_type == BRANCH)begin
            if (branch_t == BEQ)begin
                if (zero == 1'b1)begin
                    flush = 1'b1;
                    m4_1_cnt = 2'b01;
                end
            end
            if (branch_t == BNE)begin
                if(zero == 1'b0)begin
                    flush = 1'b1;
                    m4_1_cnt = 2'b01;
                end
            end
            if (branch_t == BLT)begin
                if (sign_bit == 1'b1)begin
                    flush = 1'b1;
                    m4_1_cnt = 2'b01;
                end
            end
            if (branch_t == BGE)begin
                if (sign_bit == 1'b0)begin
                    flush = 1'b1;
                    m4_1_cnt = 2'b01;
                end
            end
        end
    end
endmodule
module WBCnt(j_type, memory_read, m4_3_cnt);
    parameter JAL = 2'b01;
    parameter JAL_R = 2'b10;
    parameter BRANCH = 2'b11;
    input [1:0] j_type;
    input memory_read;
    output [1:0] m4_3_cnt;
    assign m4_3_cnt = j_type == JAL | j_type == JAL_R ? 2'b00 :
                      memory_read == 1'b1 ? 2'b01 :
                      2'b10;
endmodule
```

## ./run.sh

```bash
#!/bin/bash
# OpenROAD 26Q1-2900-gdf79404cd8, Yosys 0.63+post, stock flow scripts
make -C /OpenROAD-flow-scripts/flow DESIGN_CONFIG=/design/flow/config.mk WORK_HOME=/design/flow/orfs finish
```

==> results.yml <==
# physical design summary
outcome:
  outcome: "finished, final reports clean"
die:
  std_cell_rows: 30
  core_area_sq_um: 6760
  die_height_um: 103
  initial_core_util: 0.156
  floorplan_die_area_sq_um: 10600
  io_pins: 110
  die_w_um: 103
synth:
  syn_area_per_cell_sq_um: 7.14
  synth_cells: 148
  synthDominantAreaCellType: "xnor2_1"
  yosys_cells: 148
  ys_warn_count: 5
  yosysTopAreaCellShare: 0.224
  mappedNetlistArea_sq_um: 1060
  top_cells_by_area: "xnor2_1 (22%), xor2_1 (7.5%), ha_1 (4.7%), nand2_1 (4.3%), nor2_1 (3.2%)"
  yosys.stat.seqShare: 0
  post_synth_cell_types: 47
  ys_area_sq_um: 1060
detailed_routing:
  vias_per_cell: 4.40
  remaining_drc_errors: 0
  vias: 1474
  drt-initial-drc-count: 18
  antenna_cells_inserted: 0
  post_drt_wl_per_cell_um: 14.2
  totalWireLength_mm: 4.77
  first_pass_iters: 4
  postRouteAntennaNets: 0
sta:
  finalCriticalPeriod_ns: 3.67
  final-setup-viol-count: 0
  max_slew_margin: 0.666
  worstMarginPinSlew_ns: 0.500
  tns_ns: 0
  final_hold_viol_count: 0
  max_freq_mhz: 273
  period_used_share: 0.940
  rsz_0062_raised_after_global_routing: "false"
  pins_over_slew_limit: 0
clock_network:
  cts_resized: 0
  cts_post_setup_buffers_inserted: 0
  cts_hold_buf: 0
job:
  warnings: 34
  maxCapViolations: 0
layout:
  num_sequential: 0
  post-route-util: 0.332
  combGateArea_sq_um: 981
  clockBufferCount: 0
  fillCellCount: 698
  final_layout_size_suffix_gt1_frac: 0.0706
  area.growth.synth_to_final_pct: 112
  regArea_sq_um: 0
  final_cell_area_sq_um: 2240
worst_setup_path:
  worst_setup_path_start_kind: "input pin"
  worst-endpoint-arrival_ns: 2.89
  worst-setup-path-type: "in -> out"
  critPathLaunch: "id_jump_t[1]"
  worstPathMaxFanout: 3
  endpoint_kind: "output port"
  critical_path_required_time_ns: 3.12
power:
  peak_supply_drop_mv: 0.0530
  power_density_nw_per_um2: 89.4
  power.leakage_nw: 0.789
placement:
  post-dp-hpwl_mm: 4.32
  gp_congestion: 0.933
  i_o_buffers: 110
  placed_area_sq_um: 2240
worst_hold_path:
  holdCritPathClass: "in -> out"
  hold_startpoint: "sign_bit"
global_routing:
  grt_start_max_net_pins: 11
  grt_antenna_before_repair: 0
  grt_use_total: 0.0835
  grt_pass1_wl_mm: 7.21
  grt_overflow: 0
  via_count_of_the_first_global_routing_pass: 1573
-- logic make-up after synthesis --
family	Yosys count	share of synthesized area
buf+inv	15	0.0711
mux	4	0.0403
compound gates	19	0.128
xor+xnor	36	0.299
simple gates	70	0.415
fa+ha+maj	4	0.0474
-- final timing paths --
kind                          end  slack, ns  cells past startpoint
worst max-delay path  m8_2_cnt[1]       0.23                      8
worst min-delay path     m2_4_cnt       2.39                      2
-- report_power, final --
part           total [W]  internal, W  switching [W]  leakage [nW]
clock                  0            0              0             0
combinational   0.000200     0.000130      0.0000701         0.789
sequential             0            0              0             0
total           0.000200     0.000130      0.0000701         0.789
-- metrics by stage --
stage                     instances  power (W)  hold WS [ns]  worst slack (ns)
after global placement          335   0.000201          2.40             0.239
after CTS                       335   0.000203          2.40             0.213
after global routing            335   0.000219          2.44             0.130
after floorplan                 148  0.0000716          1.57              1.29
final                           335   0.000200          2.39             0.235
after detailed placement        335   0.000201          2.40             0.214
-- per-layer routing --
| layer | track usage | vias up | part of all wire |
|---|---|---|---|
| met5 | 0 | - | 0 |
| met4 | 0.00535 | 0 | 0.0059 |
| met3 | 0.0677 | 3 | 0.23 |
| met2 | 0.116 | 106 | 0.34 |
| met1 | 0.102 | 621 | 0.43 |
| li1 | - | 744 | - |
-- placed cells by master, fill, tap and decap left out, types with 3 or more instances in the layout --
master / count
clkdlybuf4s50_1: 110
xnor2_1: 27
nand2_1: 12
nor2_1: 9
xor2_1: 9
inv_1: 8
nor3_1: 6
nand3_1: 4
nand4_1: 4
ha_1: 4
buf_4: 4
nor2b_1: 3
nor4b_1: 3
nand2b_1: 3
or4_4: 3
or2_2: 3
-- cells in the mapped netlist (2+ instances only) --
master and count:
xor2_1 9, buf_4 4, nor2b_1 3, nor4b_1 3, o21ai_0 2, or4_4 3, nand2_1 12, ha_1 4
nand4_1 4, nor3_1 6, or2_2 3, a21oi_1 2, inv_1 8, buf_2 3, nor4_1 2, o22ai_1 2
nand3_1 4, xnor2_1 27, o31ai_1 2, o32ai_1 2, nor3b_2 2, nor2_1 9, mux2i_1 2, and2_1 2
and3_1 2, nand2b_1 3, or3_1 2, mux2_2 2
-- area by class of cell --
type | instances | share of cell area
Inverter | 8 | 0.0134
Timing Repair Buffer | 114 | 0.504
Multi-Input combinational cell | 133 | 0.438
Tap cell | 80 | 0.0446
-- critical path, cell delays in order --
cell and delay (ns):
clkdlybuf4s50_1 0.47, inv_1 0.05, ha_1 0.21, nor3_2 0.18
nor2_4 0.05, or4_4 0.50, o32ai_1 0.13, clkdlybuf4s50_1 0.51
Power figures rest on the tool's default switching activity, not on a simulated workload.
