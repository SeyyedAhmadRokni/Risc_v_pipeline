==> design/flow/design.v <==
module Mux8(a1, a2, a3, a4, a5, a6, a7, a8, cnt, out);
    input [31:0] a1, a2, a3, a4, a5, a6, a7, a8;
    input [2:0] cnt;
    output [31:0] out;
    assign out = cnt[2] ? cnt [1] ? (cnt [0] ? a8 : a7) : (cnt[0] ? a6 : a5) : cnt [1] ? (cnt [0] ? a4 : a3) : (cnt[0] ? a2 : a1);
endmodule
==> design/flow/run.sh <==
#!/bin/bash
# OpenROAD 26Q1-2900-gdf79404cd8, Yosys 0.63+post, stock flow scripts
make -C /OpenROAD-flow-scripts/flow DESIGN_CONFIG=/design/flow/config.mk WORK_HOME=/design/flow/orfs finish
==> design/flow/config.mk <==
export PLATFORM = sky130hd
export DESIGN_NAME = Mux8
export DESIGN_NICKNAME = Mux8
export VERILOG_FILES = /design/flow/design.v
export SDC_FILE = /design/flow/constraint.sdc
export NUM_CORES = 4
export LEC_CHECK = 1
export CORE_AREA = 10 10 127 127
export DIE_AREA = 0 0 137 137
==> design/flow/constraint.sdc <==
current_design Mux8

set clk_period 2.5
set clk_io_pct 0.2

create_clock -name clk0 -period $clk_period

set non_clock_inputs [all_inputs -no_clocks]
set_input_delay [expr $clk_period * $clk_io_pct] -clock clk0 $non_clock_inputs
set_output_delay [expr $clk_period * $clk_io_pct] -clock clk0 [all_outputs]
==> metrics.yaml <==
floorplanning:
  die_h_um: 137
  die_area_um2: 18800
  die_x_um: 137
  rows: 42
  core_area_um2: 13300
  io_pins: 291
  fp-utilization_pct: 15.5
global_route:
  first_global_vias: 2994
  grt-ovfl-total: 0
  grt_pass1_wl_mm: 18.9
  grt_max_degree: 29
  antenna_found_initial: 3
  grt_usage_pct: 13.6
finish:
  clkbuf_count: 0
  fin_cells: 581
  drive_above_1_share_pct: 23.8
  sequential_cell_area_um2: 0
  area_delta_synth_final_pct: 154
  ff_count: 0
synth:
  ys_seq_share_pct: 0
  syn_area_um2: 2070
  synth_cell_types: 7
  top_area_cell: "mux4_1"
  synth.avg_cell_area_um2: 18.2
  yosys-top-cells-area: "mux4_1 51%, mux4_2 26%, mux2_2 17%, buf_6 3.8%, buf_1 1.4%"
  netlist_instances: 114
  yosys_warnings: 0
  ys_cells: 114
  top_cell_area_share_pct: 50.7
  ys_area_um2: 2070
setup_path:
  crit_type: "input pin to output pin"
  start_kind: "input pin"
  path_max_fanout: 1
  worstPathArrival_ns: 1.96
  crit_required_ns: 2.00
  worst_setup_path_end_kind: "output pin"
routing:
  drt-initial-drc-count: 81
  vias: 2570
  viasPerCell: 4.42
  drt_first_pass_iters: 4
  drc: 0
  finalWirelength_mm: 13.2
  wl_per_cell_um: 22.8
  route.antenna.remaining_nets: 0
timing:
  period_needed_ns: 2.46
  setup_viol: 0
  fin_crit_sh_pct: 98.4
  worst_slew_pin_slew_ns: 0.241
  maxSlewViolCount: 0
  grt_setup_unrepaired: "no"
  slew_headroom_pct: 83.9
  max_freq_mhz: 407
  setup_tns_ns: 0
  finalHoldViolCount: 0
outcome:
  status: "completed"
min_path:
  hold_path.class: "input pin to output pin"
power:
  power.leakage_nw: 2.00
  ir_worst_vdd_v: 0.0000815
  total_power_mw: 0.857
  power_density_nw_per_um2: 163
run:
  warning_count: 33
  maxCapViolCount: 0
placed_design:
  dp.cells: 575
  gp_congestion: 0.907
  io_buffers: 291
  dp_hpwl_mm: 11.5
==> power breakdown <==
part / total, mW / internal (mW) / switching [mW] / leakage (nW)
logic: 0.857 / 0.665 / 0.191 / 2.00
clock network: 0.000000107 / 0.000000107 / 0 / 0.0000127
registers: 0 / 0 / 0 / 0
total: 0.857 / 0.665 / 0.191 / 2.00
==> kinds of logic (layout without fill, tap and decap cells) <==
family       count (synthesis)  in the layout  share of synthesized area, %
buf+inv                     18            307                          5.85
other cells                  0              2                             0
mux                         96             96                          94.1
==> layout make-up <==
type	count	area, µm²
fill	1300	8090
timing repair buffer	307	3130
multi-input combinational	96	1910
tap	176	220
antenna	2	5.00
==> final timing paths <==
kind,from,endpoint,slack [ns],depth (start not counted)
worst max-delay path,a5[7],out[7],0.04,4
worst min-delay path,cnt[1],out[4],1.66,4
==> synth_stat cells <==
| library cell | n |
|---|---|
| mux4_1 | 40 |
| buf_6 | 7 |
| clkbuf_1 | 2 |
| buf_2 | 1 |
| mux2_2 | 32 |
| mux4_2 | 24 |
| buf_1 | 8 |
==> routing by layer <==
layer	GRT usage (%)	share of wire (%)
met1	16.5	37
met5	0	0.091
met4	0.468	0.38
met3	6.14	13
met2	23.2	49
==> critical path, stage by stage <==
cell,delay [ns]
clkdlybuf4s50_1,0.44
mux4_1,0.49
mux2_2,0.26
dlygate4sd2_1,0.27
==> timing repair <==
action | 4_1_cts | 5_1_grt
gates resized | 84 | 4
setup endpoints to repair | 32 | 8
hold buffers | 0 | 0
setup buffers | 2 | 0
cloned | 3 | 0
==> through the flow <==
step | instance area, µm² | setup slack (ns) | hold WS [ns] | util [%]
2_1_floorplan | 2070 | 0.430 | 1.29 | -
6_report | 5260 | 0.0408 | 1.66 | 39.4
5_1_grt | 5260 | 0.00292 | 1.70 | 39.4
3_5_place_dp | 5230 | -0.222 | 1.92 | 39.1
4_1_cts | 5260 | -0.106 | 1.67 | 39.4
3_3_place_gp | 5230 | -0.221 | 1.92 | 39.1
==> cells in the final DEF (no fill, tap or decap) <==
cell / count
dlymetal6s2s_1: 2
clkdlybuf4s50_1: 243
dlygate4sd2_1: 43
buf_4: 5
mux2_2: 23
diode_2: 2
mux4_1: 19
mux4_2: 45
buf_8: 3
mux2_4: 9
buf_2: 2
buf_12: 6
buf_16: 3
Power and IR drop assume default switching activity.
