==> ./constraint.sdc <==
current_design RegMem

set clk_period 12.3
set clk_io_pct 0.2

create_clock -name clk0 -period $clk_period [get_ports {clk}]

set non_clock_inputs [all_inputs -no_clocks]
set_input_delay [expr $clk_period * $clk_io_pct] -clock clk0 $non_clock_inputs
set_output_delay [expr $clk_period * $clk_io_pct] -clock clk0 [all_outputs]
==> ./run.sh <==
#!/bin/bash
# OpenROAD 26Q1-2900-gdf79404cd8, Yosys 0.63+post, stock flow scripts
make -C /OpenROAD-flow-scripts/flow DESIGN_CONFIG=/design/flow/config.mk WORK_HOME=/design/flow/orfs finish
==> ./config.mk <==
export PLATFORM = sky130hd
export DESIGN_NAME = RegMem
export DESIGN_NICKNAME = RegMem
export VERILOG_FILES = /design/flow/design.v
export SDC_FILE = /design/flow/constraint.sdc
export NUM_CORES = 4
export LEC_CHECK = 1
export CORE_UTILIZATION = 50
==> ./design.v <==
module RegMem(clk, rst, we, a1, a2, a3, wd, rd1, rd2);
    input clk, we, rst;
    input [4:0] a1, a2, a3;
    input [31:0] wd;
    output[31:0] rd1, rd2;
    reg [31:0] regmem [31:0];
    assign rd1 = regmem[a1];
    assign rd2 = regmem[a2];
    always @(posedge clk, posedge rst)begin
        if (rst) begin
            regmem[0] <= 32'b0;
            regmem[8] <= 32'b0; 
        end
        else if (clk & we & a3 != 5'b0)
            regmem[a3] <= wd;      
    end
endmodule
==> impl_metrics.tcl <==
# flow metrics
set metrics [dict create \
    fp_util_pct 50.4 \
    ys.flop_type "edfxtp_1" \
    antenna_found_initial 20 \
    ys_types 63 \
    netlist_area_um2 44500 \
    synthArstFlopShare_pct 6.25 \
    synth.yosys.warnings 2 \
    synthTopCellsByCount "edfxtp_1, a22oi_1, nand2_1, nor2_1, clkbuf_1" \
    die_w_um 300 \
    synth_chip_area_um2 44500 \
    edf_count 960 \
    core.rowCount 109 \
    gp_congestion 1.10 \
    cts-resized-gates 0 \
    yosysSeqAreaShare_pct 68.4 \
    first-error "[ERROR GRT-0232] Routing congestion too high. Check the congestion heatmap in the GUI." \
    avgSynthCellArea_um2 13.6 \
    dieHeight_um 300 \
    cts_hold_buf 0 \
    ys_cells 3266 \
    yosysTopAreaCell "edfxtp_1" \
    portBuffers 113 \
    postCtsSetupBuffers 0 \
    synth.top_cells.by_area "edfxtp_1, a22oi_1, dfrtp_1" \
    synthMostInstantiatedCell "edfxtp_1" \
    syn_inst 3266 \
    status "stopped before the end" \
    stop_stage "5_1_grt" \
    ys.flops 1024 \
    io_pins 114 \
    grt_max_degree 36 \
    yosys.area.top_type_share_pct 64.8 \
    hpwlAfterDp_mm 132 \
]
kinds of logic after synthesis:
logic type      share of synthesized area (%)
compound gates                           17.8
flops                                    68.4
simple gates                             8.68
buf+inv                                  2.85
mux                                      2.30
per-stage QoR:
| step | cells | setup WS (ps) | power [W] | utilization (%) | cell area [um2] |
|---|---|---|---|---|---|
| after floorplan | 3266 | 5100 | 0.00426 | - | 44500 |
| after global placement | 4429 | 3200 | 0.00462 | 53.7 | 47400 |
| after detailed placement | 4429 | 3240 | 0.00461 | 53.7 | 47400 |
| after CTS | 4912 | 3160 | 0.00824 | 64.7 | 57100 |
Power is estimated from default activity; no workload was simulated.
